## /design/flow/design.v

```verilog
`timescale 1ns / 1ps
module prescalor_1kHz(
    input sysclk,
    output o_1kHz
    );
    reg [12:0] count=0;
    reg r_1kHz=0;
    always @(posedge sysclk)begin
        if(count >= 6000-1)begin
            count <=0;
            r_1kHz <= ~r_1kHz;
        end
        else begin
            count <= count+1;
        end
    end
    assign o_1kHz = r_1kHz; 
endmodule
```

## /design/flow/run.sh

```bash
#!/bin/bash
# OpenROAD 26Q1-2900-gdf79404cd8, Yosys 0.63+post, stock flow scripts
make -C /OpenROAD-flow-scripts/flow DESIGN_CONFIG=/design/flow/config.mk WORK_HOME=/design/flow/orfs finish
```

## /design/flow/constraint.sdc

```tcl
current_design prescalor_1kHz

set clk_period 2.9
set clk_io_pct 0.2

create_clock -name clk0 -period $clk_period [get_ports {sysclk}]

set non_clock_inputs [all_inputs -no_clocks]
set_input_delay [expr $clk_period * $clk_io_pct] -clock clk0 $non_clock_inputs
set_output_delay [expr $clk_period * $clk_io_pct] -clock clk0 [all_outputs]
```

## /design/flow/config.mk

```make
export PLATFORM = sky130hd
export DESIGN_NAME = prescalor_1kHz
export DESIGN_NICKNAME = prescalor_1kHz
export VERILOG_FILES = /design/flow/design.v
export SDC_FILE = /design/flow/constraint.sdc
export NUM_CORES = 4
export LEC_CHECK = 1
export CORE_AREA = 10 10 84 84
export DIE_AREA = 0 0 94 94
```

==> impl_metrics.ini <==
; physical design summary
[final_timing]
worstMarginPinSlew_ps = 547
fin_hold_ws_ps = 478
hold_viol = 0
min_period_ps = 1680
finalSetupViolations = 0
final.setup.tns_ps = 0
fin_crit_sh_pct = 58.0
fmaxAchievable_mhz = 594
final.setup_skew_ps = 8.37
rsz0062_at_grt = false
drv_slew = 0
relSlewSlack_pct = 63.4

[yosys]
yosys_area_sq_um = 602
ys_seq_share_pct = 48.2
syn_inst = 64
ys.flops = 14
syn_avg_cell_area_sq_um = 9.40
synth_area_sq_um = 602
ys_warn_count = 1
yosysCellCount = 64
yosys.cell_types.count = 21

[setup_path]
crit_path_start_kind = flop
critPathCaptureType = flop
crit_type = flop to flop
critPathMaxFanout = 14
cp.required_ps = 2780
cp_data_arrival_time_ps = 1570

[layout]
final_cell_count_no_fill = 137
fillers = 594
syn2layout_area_growth_pct = 21.0
drive_above_1_share_pct = 8.96

[place]
gp_congestion = 0.765
port_buffers = 1
place_inst = 133

[clock_tree]
clk_latency_ps = 240
clockBufferDepth = 2
holdBufCountCts = 0
htree_levels = 1
cts_resized = 0
cts_root_buf = clkbuf_8
cts-buffers-inserted = 3
cts_sinks = 14
cts.clk_slew.worst_paths_ps = 60
cts_tree = done
cts_setup_buffers = 0

[power_and_ir_drop]
ir_drop_v = 0.000142
powerDensity_nw_per_um2 = 487
p_leak_nw = 0.262

[grt]
grt_max_degree = 15
antenna_found_initial = 0
grt-ovfl-total = 0
grt_pass1_wl_microns = 1460
grt_usage_pct = 1.99
grt_pass1_vias = 320

[floorplan]
die_x_microns = 94
io_pins = 2
fp_util_pct = 11.6
die_y_microns = 94
dieArea_sq_um = 8840
std_cell_rows = 26
core-area_sq_um = 5200

[job]
warnings = 25
maxCapViolCount = 0

[drt]
wl_per_cell_microns = 6.35
routed_wl_microns = 870
antenna_cells = 0
drt_iter0_markers = 15
dr_total_vias = 410
routed_via_density = 2.99
ant_nets = 0
detailedRoute.firstPassIterationCount = 2
drc = 0

[run_status]
status = complete, no violations

[hold_path]
min_path_type = flop to flop
-- through the flow --
step	cell area, sq um	utilization, %	power (mW)	setup slack (ps)
3_3_place_gp	683	13.1	0.198	1230
4_1_cts	728	14.0	0.359	1200
3_5_place_dp	683	13.1	0.198	1210
2_1_floorplan	602	-	0.198	1450
6_report	728	14.0	0.354	1220
5_1_grt	728	14.0	0.370	1090
-- flip-flops by register name (all words and copies together) (netlist names) --
register  flops
r_1kHz        1
count        13
-- layout make-up --
| class | instances | area, sq um | area share, % |
|---|---|---|---|
| multi-input combinational | 46 | 288 | 39.5 |
| clock buffer | 4 | 45.0 | 6.19 |
| sequential | 14 | 290 | 39.9 |
| inverter | 2 | 7.51 | 1.03 |
| timing repair buffer | 1 | 10.0 | 1.37 |
| tap | 70 | 87.6 | 12.0 |
-- power by group --
group | switching (mW) | internal, mW | leakage [nW]
clock | 0.0632 | 0.0968 | 0.0228
combinational | 0 | 0 | 0.123
sequential | 0 | 0.194 | 0.116
-- cell usage in the layout (no fill, tap or decap), types with 2 or more instances in the layout --
master    netlist  layout
xnor2_1         5       5
xor2_1          5       5
nand4_1         5       5
and3_1          2       2
clkbuf_8        0       3
nor2_1         13      13
nand2_1         3       3
nand3_1         4       4
inv_1           2       2
dfxtp_1        13      13
-- kinds of logic (layout without fill, tap and decap cells) --
logic type,after synthesis,after routing,share of synthesized area [%]
simple gates,31,31,25.2
flops,14,14,48.2
xor+xnor,10,10,14.6
compound gates,4,4,6.03
buf+inv,4,7,3.95
fa+ha+maj,1,1,2.08
-- worst paths after layout --
kind | to | start | depth (start not counted) | slack (ps)
worst max-delay path | r_1kHz | count[0] | 4 | 1220
worst min-delay path | count[0] | count[0] | 1 | 480
worst max register to register | r_1kHz | count[0] | 4 | 1220
worst min register to register | count[0] | count[0] | 1 | 480
-- routing by layer --
metal / wire [microns] / track usage, % / share of wire [%] / vias up
met3: 51 / 1.13 / 5.9 / 2
met2: 316 / 2.25 / 36 / 6
met4: 19 / 0.506 / 2.2 / 0
li1: - / - / - / 226
met1: 482 / 3.04 / 55 / 176
met5: 0 / 0 / 0 / -
-- synth_stat cells (all sizes together) --
master	number	area, sq um
a21o	1	7.51
a31oi	1	6.26
and3	3	20.0
and4	1	8.76
buf	2	16.3
dfxtp	13	260
edfxtp	1	30.0
ha	1	12.5
inv	2	7.51
nand2	3	11.3
nand3	4	20.0
nand4	5	31.3
nor2	13	48.8
nor2b	1	6.26
nor3	1	5.00
o211ai	1	12.5
o21ba	1	10.0
xnor2	5	43.8
xor2	5	43.8
-- critical path, stage by stage, from the launching register on --
cell      delay (ps)
dfxtp_1          390
ha_1             250
a21o_1           100
a31oi_1           90
o211ai_2         490
Power figures rest on the tool's default switching activity, not on a simulated workload.
