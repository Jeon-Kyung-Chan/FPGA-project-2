$ cat design.v
`timescale 1ns / 1ps
module prescalor_10Hz(
    input sysclk,
    output o_10Hz
    );
    reg [19:0] count=0;
    reg r_10Hz=0;
    always @(posedge sysclk)begin
        if(count >= 600000-1)begin
            count<=0;
            r_10Hz <= ~r_10Hz;
        end
        else begin
            count<= count+1;
        end
    end
    assign o_10Hz = r_10Hz;
endmodule
$ cat run.sh
#!/bin/bash
# OpenROAD 26Q1-2900-gdf79404cd8, Yosys 0.63+post, stock flow scripts
make -C /OpenROAD-flow-scripts/flow DESIGN_CONFIG=/design/flow/config.mk WORK_HOME=/design/flow/orfs finish
$ cat config.mk
export PLATFORM = sky130hd
export DESIGN_NAME = prescalor_10Hz
export DESIGN_NICKNAME = prescalor_10Hz
export VERILOG_FILES = /design/flow/design.v
export SDC_FILE = /design/flow/constraint.sdc
export NUM_CORES = 4
export LEC_CHECK = 1
export CORE_AREA = 10 10 78 78
export DIE_AREA = 0 0 88 88
$ cat constraint.sdc
current_design prescalor_10Hz

set clk_period 4.0
set clk_io_pct 0.2

create_clock -name clk0 -period $clk_period [get_ports {sysclk}]

set non_clock_inputs [all_inputs -no_clocks]
set_input_delay [expr $clk_period * $clk_io_pct] -clock clk0 $non_clock_inputs
set_output_delay [expr $clk_period * $clk_io_pct] -clock clk0 [all_outputs]
==> run summary <==
Flow results follow.

Per the detail_route report, routed wire per instance is 10.97 um. The share of power burned in registers is 60.6%. The number of cell instances on the worst register-to-register path is 4.

Measured along the y axis, the die boundary spans 88 um. The last timing report of the flow puts the setup violation total at 0. The report gives the cell count of the worst hold path as 1. The global-route wire length before repair is 3.146 mm. The hold-fix buffer count after cts is 0.

Of the available clock period, the critical path in the final layout requires 56.07%. In the synthesized netlist the dominant register cell turns out to be dfxtp_1. The mean instance size in the synthesized netlist is 9.291 sq um. Per the skew report, the later register of the worst-skew pair sees a clock latency of 0.26 ns. The min-delay analysis places its worst path in the category flop to flop.

The number of iterations in the first detailed-routing pass is 2. Walking the worst path, the cells encountered are nand4_1 -> or4_1 -> or4_1 -> a211oi_1. TritonCTS created 3 clock buffers. The number of diodes is 0.

The number of vias after detailed routing is 753. The relative max-transition margin is 60.18%. The area of the chip is 7744 sq um. The largest stage delay on the critical path is 0.68 ns.

The overflow left after global routing is 0. According to the floorplan report, the placeable core area is 4414 sq um. The area of all sequential standard cells is 430.4 sq um. The worst vdd rail ir drop is 0.09941 mV. The total global routing track utilization is 4.895%. The flip-flop and latch count after synthesis is 21.

The analysis attributes to net switching a power of 0.06742 mW. In the Yosys report the total cell count is 108. Nets still carrying antenna violations after routing amount to 0. The cell type with the largest total area is dfxtp_1. The category of the worst setup path capture point is a flop. The routability congestion estimate from global placement is 0.7763. The count of endpoints failing hold in the final timing report is 0. The kind of critical path is flop to flop. In this run switching power makes up 19.43% of total power.

The flow ran to the end, and the final reports show no timing, DRC or antenna violations. The internal power is 0.2795 mW. The total of max-cap violations is 0.

In this run, the clock network consumes 39.4% of the power. The power report attributes to the combinational group a share of 0%. The timing report shows that the slowest cell on the worst path is or4_1. The DRC violation count after routing is 0. Ranked by total cell area, the synthesized netlist is headed by dfxtp_1 (40%), nor3_1 (9.5%), xnor2_1 (6.1%), xor2_1 (5.2%), nand3_1 (3.0%). The worst endpoint required time is 4.18 ns. The fraction of post-synthesis cell area in the top cell type by area is 39.90%. The power report puts the leakage power at 0.4154 nW. The number of rows created at floorplan is 24. The post-route utilization of the core is recorded as 25.20%. The number of flops mapped to enable cells by yosys is 1. The final timing report lists a max-slew violation count of 0. The area recorded from the Yosys report for this design is 1003 sq um.

Fill cells in the final layout number 470. The clock-pin slew reported for the worst setup and hold paths after clock tree synthesis is 0.08 ns. The worst setup slack after placement is 1.761 ns.

Summed over all layers, the routed wires come to 1.766 mm. The initial standard-cell utilization of the core is 22.73%. The final timing report gives a worst setup slack of 1.757 ns. CTS built an H-tree with a depth of 1. The largest net degree at the start of global routing is 22. The mapped netlist covers 1003 sq um. The number of design-rule violations left by the first detailed-router iteration is 60. The initial antenna violation count is 0.

The worst setup path is launched from a flop. The Yosys warning count is 1. The top fanout value on the critical path is 7. The number of placed I/O pins is 2.

The number of I/O port buffers is 1. The layout overhead on the synthesized area is 10.85%. No sink is reached through more buffers than the 2 on the longest clock path. The clock arrives with 0.009774 ns of skew. The layout report lists the multi-input gate area as 538.0 sq um.

The most common cell type on the critical path is or4_1. The HPWL after detailed placement is 1.263 mm. Synthesis produced a netlist whose cell count is 108. Per the final layout report, the fraction of cells sized above drive strength 1 comes to 11.01%. The power density over cell area is 311.9 nW/um^2. Setup repair after global routing left no endpoint under its margin. The cell at the root of the clock tree is clkbuf_8.

Post-CTS repair ended up resizing 0 cells. The pin closest to its max-slew limit shows a slew of 0.5918 ns. The highest attainable clock frequency is 445.9 MHz.

The minimum period implied by the final worst setup slack is 2.243 ns. The width of the die is 88 um. The via density per instance is 4.677.

The data arrival time reported for the critical path is 2.42 ns. Sequential cells were found to cover 42.89% of the synthesized design area. The final setup TNS is 0 ns. The TritonCTS clock tree is yes. The number of OpenROAD warnings is 25.

The via count of the first global-routing pass was 678. The async set-or-reset flop fraction in the synthesized netlist is 0%. The clock net in this run drives a total of 21 sinks. The setup fix buffers added after clock tree synthesis is 0. The number of distinct standard cells referenced by the synthesized netlist is 32.
==> cells in the mapped netlist (2+ instances only) <==
library cell and n:
dfxtp_1 20, nor4_1 3, a21oi_1 2, xor2_1 6
clkbuf_1 2, nor3_1 19, o31ai_1 3, xnor2_1 7
nand3_1 6, buf_6 2, nand2_1 6, a211oi_1 4
nand4_1 4, inv_1 4, or4_1 3
==> metal layers <==
| layer | vias to the layer above | routed length [um] | GRT usage (%) |
|---|---|---|---|
| li1 | 403 | - | - |
| met1 | 340 | 928 | 7.225 |
| met2 | 8 | 749 | 7.474 |
| met3 | 2 | 61 | 0.9355 |
| met4 | 0 | 27 | 0.5797 |
| met5 | - | 0 | 0 |
==> worst max-delay path, delay by kind of cell (launching register included) <==
kind / cells / cell delay [ns]
simple gates: 3 / 1.52
flops: 1 / 0.42
compound gates: 1 / 0.22
==> final cells by class <==
cell class                      count  area share, %
Multi-Input combinational cell     78          48.37
Inverter                            4          1.350
Timing Repair Buffer                2          1.575
Clock inverter                      1         0.4499
Clock buffer                        3          3.712
Sequential cell                    21          38.70
Tap cell                           52          5.849
==> worst paths after layout <==
path,start,endpoint,slack [ns]
hold reg to reg,count[0],count[0],0.51
setup reg to reg,count[7],count[18],1.76
setup / recovery,count[7],count[18],1.76
hold / removal,count[0],count[0],0.51
==> cells in the final DEF, fill, tap and decap left out, drive strengths merged, types with 4 or more instances in the layout <==
cell type   n
inv         4
nand3       6
nand4       5
xnor2       7
nor3       19
dfxtp      20
nand2       6
a211oi      4
xor2        6
==> state kept, by name, indices dropped and copies added, names as in the netlist <==
name	cells
count	20
r_10Hz	1
==> power groups by stage <==
stage / clock network (mW) / registers, mW / logic, mW
4_1_cts: 0.145 / 0.210 / 0.000000217
5_1_grt: 0.152 / 0.210 / 0.000000217
6_report: 0.137 / 0.210 / 0.000000217
==> per-stage QoR <==
step	power [mW]	instance area [sq um]	hold WS (ns)	cells
6_report	0.3469	1112	0.5091	161
5_1_grt	0.3624	1112	0.5446	161
4_1_cts	0.3552	1112	0.5170	161
3_5_place_dp	0.2151	1066	0.5082	157
3_3_place_gp	0.2151	1066	0.4959	157
2_1_floorplan	0.2151	1003	0.4734	108
==> kinds of logic (layout without fill, tap and decap cells) <==
family          after synthesis  in the layout  synth area share [%]
compound gates               13             13                 9.227
xor+xnor                     13             13                 11.35
buf+inv                       9             10                 4.987
fa+ha+maj                     1              1                 1.247
simple gates                 51             51                 30.30
flops                        21             21                 42.89
Power and IR drop assume default switching activity.
